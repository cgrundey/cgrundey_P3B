==> flow/run.sh <==
#!/bin/bash
# OpenROAD 26Q1-2900-gdf79404cd8, Yosys 0.63+post, stock flow scripts
make -C /OpenROAD-flow-scripts/flow DESIGN_CONFIG=/design/flow/config.mk WORK_HOME=/design/flow/orfs finish
==> flow/config.mk <==
export PLATFORM = sky130hd
export DESIGN_NAME = project3bTop
export DESIGN_NICKNAME = project3bTop
export VERILOG_FILES = /design/flow/design.v
export SDC_FILE = /design/flow/constraint.sdc
export NUM_CORES = 4
export LEC_CHECK = 1
export CORE_UTILIZATION = 40
==> flow/constraint.sdc <==
current_design project3bTop

set clk_period 4.7
set clk_io_pct 0.2

create_clock -name clk0 -period $clk_period [get_ports {CLOCK_50}]

set non_clock_inputs [all_inputs -no_clocks]
set_input_delay [expr $clk_period * $clk_io_pct] -clock clk0 $non_clock_inputs
set_output_delay [expr $clk_period * $clk_io_pct] -clock clk0 [all_outputs]
==> flow/design.v <==
module buttonpressed(clock, reset, button_in, pulse_out);
	input        clock;			 
	input	       reset;			 
	input        button_in;		 
	output       pulse_out;		 
	reg          pulse_out;
	reg    [1:0] state;			 
	reg    [1:0] next_state;	 
	parameter [1:0] BUTTON_FREE = 2'b00, BUTTON_PRESSED = 2'b01, BUTTON_RELEASED = 2'b10;
	always@(posedge clock or negedge reset) begin
		if(reset == 1'b0)
			state <= BUTTON_FREE;
		else
			state <= next_state;
	end
	always@(state or button_in) begin
		next_state = state;
		case(state)
			BUTTON_FREE: begin
				if(button_in == 1'b0)
					next_state = BUTTON_PRESSED;
			end
			BUTTON_PRESSED: begin
				if(button_in == 1'b1)
					next_state = BUTTON_RELEASED;
			end
			BUTTON_RELEASED: next_state = BUTTON_FREE;
			default: next_state = 2'bxx;
		endcase
	end
	always@(state) begin
		pulse_out = 1'b0;			
		case(state)
			BUTTON_FREE:		pulse_out = 1'b0;
			BUTTON_PRESSED:	pulse_out = 1'b0;
			BUTTON_RELEASED:	pulse_out = 1'b1;
			default:				pulse_out = 1'bx;	
		endcase
	end
endmodule
module fsm16bit(clock,     reset, enable, check,  mode, direction,   value, count);
	input         clock, reset;
	input         enable, check, mode, direction;
	input   [3:0] value;
	output [15:0] count;
	reg    [15:0] counter_state;
	always @(posedge clock or negedge reset) begin
		if(reset == 1'b0)
			counter_state <= 16'b0;
		else if(enable) begin
			if (check)
				counter_state <= 16'h1382;  
			else begin
				if (mode)  
					counter_state <= (direction) ? counter_state - {12'h000, value} :
															 counter_state + {12'h000, value} ;
				else  
					counter_state <= (direction) ? counter_state >> 1 :
															 counter_state << 1 ;
			end
		end
	end
	assign count = counter_state; 
endmodule
module project3bTop(CLOCK_50, SW, KEY, HEX3, HEX2, HEX1, HEX0);
   input         CLOCK_50;						 
	input   [6:0] SW;								 
	input   [1:0] KEY;							 
	output  [6:0] HEX3, HEX2, HEX1, HEX0;	 
   wire          enable;						 
   wire   [15:0] hexDigits;					 
	buttonpressed U1(CLOCK_50, KEY[1], KEY[0], enable);
	fsm16bit      U2(CLOCK_50, KEY[1], enable, SW[6], SW[5], SW[4], SW[3:0], hexDigits); 
	seven_segment_display_driver_cgrundey D1(hexDigits[15:12], HEX3);
	seven_segment_display_driver_cgrundey D2(hexDigits[11:8], HEX2);
	seven_segment_display_driver_cgrundey D3(hexDigits[7:4], HEX1);
	seven_segment_display_driver_cgrundey D4(hexDigits[3:0], HEX0);
endmodule
module seven_segment_display_driver_cgrundey(hex_digit, hex_display);
	input [3:0] hex_digit;
	output [6:0] hex_display;
	assign hex_display = (hex_digit == 4'h0) ? (7'b1000000) :
								(hex_digit == 4'h1) ? (7'b1111001) :
								(hex_digit == 4'h2) ? (7'b0100100) :
								(hex_digit == 4'h3) ? (7'b0110000) :
								(hex_digit == 4'h4) ? (7'b0011001) :
								(hex_digit == 4'h5) ? (7'b0010010) :
								(hex_digit == 4'h6) ? (7'b0000010) :
								(hex_digit == 4'h7) ? (7'b1111000) :
								(hex_digit == 4'h8) ? (7'b0000000) :
								(hex_digit == 4'h9) ? (7'b0011000) :
								(hex_digit == 4'hA) ? (7'b0001000) :
								(hex_digit == 4'hB) ? (7'b0000011) :
								(hex_digit == 4'hC) ? (7'b1000110) :
								(hex_digit == 4'hD) ? (7'b0100001) :
								(hex_digit == 4'hE) ? (7'b0000110) :
								(hex_digit == 4'hF) ? (7'b0001110) : (7'bxxxxxxx);
endmodule 
==> flow_metrics.tcl <==
# flow metrics
set metrics [dict create \
    outcome "complete, no violations" \
    xor_area_frac 0.0575 \
    clkTransAtPathRegs_ns 0.09 \
    synth_cell_type_count 59 \
    drive_gt1_frac 0.0521 \
    top_logic_kind "AND-OR/OR-AND gates" \
    p_sw_w 0.000939 \
    hpwl_um 4820 \
    h-tree-depth 1 \
    met2_usage 0.289 \
    pwr-share-clk 0.058 \
    ant_nets 0 \
    track_usage 0.205 \
    r2r_start "U2.counter_state[0]" \
    p_int_w 0.00112 \
    crit_fanout 3 \
    ff_type "dfrtp_1" \
    cts_max_path_buffers 2 \
    critPathCaptureType "flip-flop" \
    fa_ha_area_frac 0.0899 \
    critPathKind "in2reg" \
    vias 2501 \
    drt_first_pass_iters 4 \
    post_cts_buffers 0 \
    numSynthFlops 19 \
    holdBufCountCts 0 \
    ys_cells 350 \
    rsz0062_at_grt "false" \
    cts_resized 0 \
    netlist_area_um2 2590 \
    die_w_um 82.5 \
    drtIter0Drc 125 \
    mux_share 0.115 \
    async_reset_ff_frac 1.00 \
    ir_worst_vdd_uv 391 \
    use_met1 0.341 \
    place_congestion 0.924 \
    cts_sinks 19 \
    hold_path_end "U1.state[0]" \
    maxCapViolations 0 \
    worst_pin_slew_ns 0.643 \
    layout_top_cell "nor2_1" \
    r2r_end "U2.counter_state[12]" \
    synth_seq_share 0.184 \
    mostFrequentLayoutCells "38 x nor2_1, 37 x clkdlybuf4s50_1, 33 x a21oi_1" \
    portBuffers 37 \
    antenna_cells 0 \
    antenna_found_initial 0 \
    sequentialPowerShare 0.239 \
    setup-violations-final 0 \
    cts_root_buffer "clkbuf_8" \
    rr_worst_depth 10 \
    stdcell_area_um2 3000 \
    grt-ovfl-total 0 \
    fp_util 0.425 \
    hold_class "reg2reg" \
    combPwrFrac 0.703 \
    min_from "U1.state[0]" \
    power.density_nw_per_um2 687 \
    hold_depth 2 \
    nFillCells 608 \
    slew_headroom 0.570 \
    fin_skew_ns 0.0120 \
    power_w 0.00206 \
    chipArea_um2 6800 \
    critPathRequiredTime_ns 4.83 \
    cts_tree "built" \
    finalCritPeriodShare 0.808 \
    p_leak_nw 1.27 \
    grt_pass1_wl_um 10500 \
    io_pins 38 \
    clk_latency_ns 0.26 \
    rows 28 \
    cp_data_arrival_time_ns 3.92 \
    cp-start-kind "primary input" \
    finalSetupTns_ns 0 \
    min_period_ns 3.80 \
    netlist_instances 350 \
    detail_route.wl_per_cell_um 15.0 \
    routed_wirelength_um 6590 \
    grt_max_degree 21 \
    max_freq_mhz 263 \
    core_area_um2 6100 \
    p_sw_frac 0.456 \
    grt_pass1_vias 2093 \
    die_h_um 82.5 \
    cts-buffers-inserted 3 \
    maxSlewViolCount 0 \
    ys_area_um2 2590 \
    compound_area_frac 0.280 \
    post-route-drc-count 0 \
    use_met3 0.0323 \
    reg2reg_slack_ns 1.85 \
    viasPerCell 5.68 \
    ys_sh_simple 0.210 \
    syn_avg_cell_area_um2 7.40 \
    ys_warn_count 2 \
    busiest_layer "met1" \
    place_area_um2 2950 \
    log.warning_count 25 \
    synth-edff-count 0 \
    areaGrowthSynthToFinish_pct 15.8 \
    finalHoldViolCount 0 \
]
[sequential cells by signal, indices dropped and copies added, names as in the netlist]
| name | count |
|---|---|
| U1.state | 3 |
| U2.counter_state | 16 |
[critical path: stages]
cell and delay [ns]:
clkdlybuf4s50_1 0.52, inv_1 0.06, ha_1 0.28, mux2i_1 0.29, ha_1 0.29, nor2b_1 0.14, o2111ai_1 0.30, a21boi_1 0.20
a311oi_4 0.38, nor4_1 0.07, or4_1 0.45
[metal layers]
layer  up-vias  wire length (µm)
li1       1298                 -
met1      1151              3470
met2        50              2800
met3         2               292
met4         0                34
met5         -                 0
[cells in the mapped netlist (all sizes together), types with 8 or more instances]
| cell type | n | area, µm² |
|---|---|---|
| nand2 | 33 | 126 |
| clkbuf | 17 | 63.8 |
| buf | 11 | 52.6 |
| nand3 | 8 | 40.0 |
| dfrtp | 18 | 450 |
| inv | 13 | 48.8 |
| o21ai | 29 | 145 |
| a21oi | 35 | 190 |
| xnor2 | 11 | 96.3 |
| ha | 17 | 213 |
| nor2 | 38 | 143 |
| mux2i | 22 | 220 |
| nand2b | 12 | 75.1 |
[worst max path at each step]
stage / from / to / slack (ns)
after CTS: SW[0] / U2.counter_state[15] / 0.92
after global routing: SW[0] / U2.counter_state[15] / 0.80
final: SW[0] / U2.counter_state[15] / 0.90
[cells by family (layout without fill, tap and decap cells)]
family / count (synthesis) / count (layout)
and+or+nand+nor: 115 / 115
AOI/OAI and AO/OA: 111 / 111
buffers and inverters: 41 / 56
muxes: 29 / 29
DFF: 19 / 19
adders and majority gates: 18 / 18
xor gates and xnor gates: 17 / 17
[metrics by stage]
| stage | std cells | util | worst slack (ns) | hold WS [ns] |
|---|---|---|---|---|
| finish | 440 | 0.492 | 0.904 | 0.469 |
| global route | 440 | 0.492 | 0.796 | 0.495 |
| CTS | 440 | 0.492 | 0.925 | 0.477 |
| detailed placement | 436 | 0.484 | 0.649 | 0.464 |
| global placement | 436 | 0.484 | 0.656 | 0.463 |
| floorplan | 350 | - | 1.39 | 0.446 |
[final cells by class]
| class | count | area, µm² | share of cell area |
|---|---|---|---|
| Inverter | 13 | 48.8 | 0.0163 |
| Multi-Input combinational cell | 290 | 1950 | 0.650 |
| Timing Repair Buffer | 39 | 385 | 0.128 |
| Sequential cell | 19 | 477 | 0.159 |
| Tap cell | 75 | 93.8 | 0.0313 |
| Clock buffer | 3 | 41.3 | 0.0138 |
| Clock inverter | 1 | 5.00 | 0.00167 |
[power by group through the flow]
stage     clock network (W)  registers, W  logic, W
4_1_cts            0.000123      0.000488   0.00145
5_1_grt            0.000130      0.000518   0.00162
6_report           0.000119      0.000493   0.00145
Power is estimated from default activity; no workload was simulated.
